`flow/run.sh`:
```
#!/bin/bash
# OpenROAD 26Q1-2900-gdf79404cd8, Yosys 0.63+post, stock flow scripts
make -C /OpenROAD-flow-scripts/flow DESIGN_CONFIG=/design/flow/config.mk WORK_HOME=/design/flow/orfs finish
```
`flow/config.mk`:
```
export PLATFORM = sky130hd
export DESIGN_NAME = seqdet
export DESIGN_NICKNAME = seqdet
export VERILOG_FILES = /design/flow/design.v
export SDC_FILE = /design/flow/constraint.sdc
export NUM_CORES = 4
export LEC_CHECK = 1
export CORE_UTILIZATION = 30
```
`flow/constraint.sdc`:
```
current_design seqdet

set clk_period 6.2
set clk_io_pct 0.2

create_clock -name clk0 -period $clk_period [get_ports {clk}]

set non_clock_inputs [all_inputs -no_clocks]
set_input_delay [expr $clk_period * $clk_io_pct] -clock clk0 $non_clock_inputs
set_output_delay [expr $clk_period * $clk_io_pct] -clock clk0 [all_outputs]
```
`flow/design.v`:
```
`timescale 1ns / 1ps
module seqdet(
				input in_bit,					 
				input clk,				 
				input reset,
				input [7:0] seq_in,
				output reg out);			 
	reg [31:0] count;			 
	reg [3:0] i;				 
	reg [7:0] seq;				 
	reg new_clk;				 
	reg [3:0] p_state;		 
	reg [3:0] n_state;		 
	initial begin
		out=0;
		count = 0;
		seq=8'd0;
		new_clk=0;
		i=0;
		p_state=0;
		n_state=0;
	end
	function [7:0] assign_seq;
		input [7:0] s_in;
		reg [3:0] j;
		begin
		for(j=0;j<8;j=j+1)
			assign_seq[j]= s_in[j] ? 1:0;		
		end	
	endfunction
	always @(posedge clk) begin				
		count= count+1;					 
		if(count==32'd5) begin	 
			new_clk=~new_clk;				 
			count=0;							 
		end
	end
	always @(posedge new_clk) begin
		p_state=n_state;
		if(reset==1) begin
			i=0;
			out=0;
			p_state=0;
			n_state=0;
			seq=assign_seq(seq_in);
		end	
		else begin  		 
			case(p_state)
				4'd0: begin
					out=0;
					if(seq[0]==in_bit)
						n_state=1;        
					else 
						n_state=0;
				end
				4'd1: begin
					out=0;
					if(seq[1]==in_bit)
						n_state=4'd2;       
					else if (seq[0]==in_bit)     
						n_state=1;
					else
						n_state=0;
				end
				4'd2: begin
					out=0;
					if(in_bit==seq[2])
						n_state=4'd3;
					else if(in_bit==(seq[1]) && (seq[0]==seq[1])) 
						n_state=4'd2;
					else if(in_bit==seq[0])
						n_state=1;
					else
						n_state=0;
				end
				4'd3: begin
					out=0;
					if(in_bit==seq[3])
						n_state=4'd4;
					else if((in_bit==seq[2]) && (seq[1:0]==seq[2:1]))
						n_state=4'd3;
					else if((in_bit==seq[1]) && (seq[0]==seq[2]))
						n_state=4'd2;
					else if(in_bit==seq[0])
						n_state=1;
					else
						n_state=0;
				end
				4'd4: begin
					out=0;
					if(in_bit==seq[4])
						n_state=4'd5;		
					else if((in_bit==seq[3]) && (seq[2:0]==seq[3:1])) 
						n_state=4'd4;
					else if((in_bit==seq[2]) && (seq[1:0]==seq[3:2]))
						n_state=4'd3;
					else if((in_bit==seq[1]) && (seq[0]==seq[3]))
						n_state=4'd2;
					else if(in_bit==seq[0])
						n_state=1;
					else
						n_state=0;
				end
				4'd5: begin
					out=0;	
					if(in_bit==seq[5])
						n_state=4'd6;
					else if((in_bit==seq[4]) && ((seq[3:0])==(seq[4:1])))
						n_state=4'd5;
					else if((in_bit==seq[3]) && (seq[2:0]==seq[4:2]))
						n_state=4'd4;
					else if((in_bit==seq[2]) && (seq[1:0]==seq[4:3]))
						n_state=4'd3;
					else if((in_bit==seq[1]) && (seq[0]==seq[4]))
						n_state=4'd2;
					else if(in_bit==seq[0])
						n_state=1;
					else
						n_state=0;
				end
				4'd6: begin
					out=0;
					if(in_bit==seq[6])
						n_state=4'd7;
					else if((in_bit==seq[5]) && (seq[4:0]==seq[5:1])) 
						n_state=4'd6;
					else if((in_bit==seq[4]) && (seq[3:0]==seq[5:2]))
						n_state=4'd5;
					else if((in_bit==seq[3]) && (seq[2:0]==seq[5:3]))
						n_state=4'd4;
					else if((in_bit==seq[2]) && (seq[1:0]==seq[5:4]))
						n_state=4'd3;
					else if((in_bit==seq[1]) && (seq[0]==seq[5]))
						n_state=4'd2;
					else if(in_bit==seq[0])
						n_state=1;
					else
						n_state=0;
				end
				4'd7: begin
					if((in_bit==seq[7]) && (in_bit==seq[6]) && (seq[5:0]==seq[6:1])) begin 
						n_state=4'd7;
						out=1; end
					if((in_bit==seq[7]) && (in_bit==seq[5]) && (seq[4:0]==seq[6:2])) begin
						n_state=4'd6;
						out=1; end
					else if((in_bit==seq[7]) && (in_bit==seq[4]) && (seq[3:0]==seq[6:3])) begin
						n_state=4'd5;
						out=1; end
					else if((in_bit==seq[7]) && (in_bit==seq[3]) && (seq[2:0]==seq[6:4])) begin
						n_state=4'd4;
						out=1; end
					else if((in_bit==seq[7]) && (in_bit==seq[2]) && (seq[1:0]==seq[6:5])) begin
						n_state=4'd3;
						out=1; end
					else if((in_bit==seq[7]) && (in_bit==seq[1]) && (seq[0]==seq[6])) begin
						n_state=4'd2;
						out=1; end
					else if((in_bit==seq[7]) && (in_bit==seq[0])) begin
						n_state=4'd1;
						out=1; end
					else if(in_bit==seq[7]) begin
						n_state=4'd0;
						out=1; end
					else if((in_bit==seq[6]) && (seq[5:0]^seq[6:1])) begin
						n_state=4'd7;
						out=0; end
					else if((in_bit==seq[5]) && (seq[4:0]^seq[6:2])) begin
						n_state=4'd6;
						out=0; end
					else if((in_bit==seq[4]) && (seq[3:0]^seq[6:3])) begin
						n_state=4'd5;
						out=0; end
					else if((in_bit==seq[3]) && (seq[2:0]^seq[6:4])) begin
						n_state=4'd4;
						out=0; end
					else if((in_bit==seq[2]) && (seq[1:0]^seq[6:5])) begin
						n_state=4'd3;
						out=0; end
					else if((in_bit==seq[1]) && (seq[0]^seq[6])) begin
						n_state=4'd2;
						out=0; end
					else if(in_bit==seq[0]) begin
						n_state=1;
						out=0; end
					else begin
						n_state=0;
						out=0; end
				end
			endcase
		end
	end
endmodule
```
==> results.txt <==
Flow results.

- Looking at the post-CTS report, the setup buffer insertion count equals 0.
- The total overflow left after global routing is 0.
- The count of cell types in the netlist is 67.
- The layout stage reports a final design area of 3830 um^2.
- The maximum fanout count along the critical path is 13.
- Post-CTS repair changed the size of 0 cells.
- The final core utilization is 33.3%.
- In this run the horizontal extent of the chip is 111 um.
- Counting tap cells, the placed design contains a total of 579 instances.
- The flip-flop cell with the highest count after synthesis is sky130_fd_sc_hd__dfxtp_1.
- The fraction of synthesis flops using an asynchronous set or reset pin is 0%.
- The maximum level of the CTS H-tree is 2.
- Of the post-synthesis cell area, the part taken by muxes is 1.44%.
- The number of rows in the core area is 39.
- The remaining antenna violation count after routing is 0.
- The number of max-slew violations in the final report is 0.
- Excluding fillers, the count of instances in the completed layout stands at 587.
- The average vias per placed instance is 5.39.
- The synthesized area per cell is 7.61 um^2.
- The clock tree from TritonCTS is done.
- The layout overhead on the synthesized area is 7.66%.
- Overall power consumption after layout is estimated at 0.474 mW.
- The type of destination of the critical path is a flop.
- The number of hold-repair buffers added at the cts stage is 0.
- At the later pin of the worst-skew pair, clock insertion delay measures 0.27 ns.
- Clock-pin slew was measured on the worst setup and hold paths at 0.05 ns.
- For reference, simple AND, OR, NAND and NOR cells occupy 30.2% of the area reported after synthesis.
- The share of total power dissipated in sequential elements is 45.4%.
- The y dimension of the die is 111 um.
- The wire length of the first global-routing pass is 13700 um.
- At the pin with the least slew margin, the transition time is 0.810 ns.
- The maximum root-to-sink buffer count is 2.
- The clock period minus final worst setup slack is 3.40 ns.
- Counting the warning lines in the Yosys log gives 1.
- The clock root buffer is sky130_fd_sc_hd__clkbuf_16.
- For reference, compound AND-OR and OR-AND cells occupy 19.9% of the area reported after synthesis.
- The leakage power summed over all cells is 1.36 nW.
- In the post-synthesis netlist, the cell with the most instances is sky130_fd_sc_hd__nand2_1.
- Looking at the setup timing report, the critical path kind is flop to flop.
- The wire length reported by the detailed router is 7990 um.
- The post-detailed-route wirelength per cell is 13.6 um.
- Summing all placed instances gives a cell area of 3700 um^2.
- Setup repair after global routing left no endpoint under its margin.
- The share of the synthesized netlist area taken by xor and xnor gates is 13.8%.
- Setup violations remaining at the end of the flow were counted as 0.
- The flow reported a cell area power density of 124 nW/um^2.
- The internal portion of the total power is 0.378 mW.
- Per the OpenROAD floorplan log, the area of the core is 11500 um^2.
- 12 I/O pins were placed.
- The placed wire-length estimate after detailed placement is 5460 um.
- The cell type that accounts for the most area after synthesis is sky130_fd_sc_hd__dfxtp_1.
- The via total after detailed routing is 3163.
- The worst setup path is launched from a flop.
- The number of warnings reported in the stage logs is 26.
- The routability-driven placement congestion ratio is 0.911.
- The worst-case clock skew is 0.00325 ns.
- The number of antenna violations at the first check in global routing is 0.
- The overall track demand over capacity in global routing is 13.3%.
- The sequential area share after synthesis is 27.8%.
- The flow ran to the end, and the final reports show no timing, DRC or antenna violations.
- The commonest cells after synthesis are 47 x sky130_fd_sc_hd__nand2_1, 37 x sky130_fd_sc_hd__clkbuf_1, 36 x sky130_fd_sc_hd__dfxtp_1, 33 x sky130_fd_sc_hd__nor2_1, 29 x sky130_fd_sc_hd__xnor2_1.
- The number of port buffers is 11.
- The final hold slack is 0.475 ns.
- The post-layout period usage of the worst path is 54.8%.
- The number of standard cells after synthesis is 468.
- The area of the mapped netlist is 3560 um^2.
- The DRC marker count from the first detailed-route iteration is 246.
- The main combinational cell family by area after synthesis is simple AND/OR/NAND/NOR gates.
- The timer found 12 register pins that no clock reaches; their paths are not timed.
- The Yosys chip area is 3560 um^2.
- The total negative slack is 0 ns.
- The total die size is 12300 um^2.
- In this run, the combinational gates consume 6.4% of the power.
- At the worst endpoint, the arrival time is 3.35 ns.
- The number of optimization iterations in the first detailed-route pass is 4.
- The number of standard cells reported by yosys is 468.
- Per the detail_route report, DRC violations left total 0.
- After synthesis the netlist holds a flip-flop and latch count of 45.
- Timing would allow up to 294 MHz.
- The most critical min-delay path falls under flop to flop.
- The main area contributors are sky130_fd_sc_hd__dfxtp_1 20%, sky130_fd_sc_hd__edfxtp_1 7.6%, sky130_fd_sc_hd__xnor2_1 7.1%.
- The fraction of the core area occupied by cells at floorplan is 30.9%.
- The area fraction of the largest cell type after synthesis is 20.2%.
- IR analysis of the VDD net gives a maximum drop of 0.153 mV.
- The total of max-cap violations is 0.
- TritonCTS created 5 clock buffers.
- 21 endpoints have no timing constraint.
- The repair_antennas step left the layout with diodes totalling 0.
- The via count of the first global-routing pass is 2837.
- The share of post-route cells with drive strength above 1 is 4.28%.
- Entering global routing, the biggest net connects 45 pins.
- The switching power share of the total is 20.2%.
- The max-slew check reports its worst relative slack as 46.0%.
- The synthesized netlist devotes 0.702% of its cell area to adder and majority cells.
- Per the post-place timing report, worst setup slack is 2.82 ns.
- The internal reg-to-reg setup slack is 2.80 ns.
- The required time at the endpoint of the critical path is 6.15 ns.
- For this design the total switching power over the nets is 0.0956 mW.
- The number of enable-type register cells in the synthesized netlist is 9.
- Setup slack closes at 2.80 ns.
- The final-report hold violation count is 0.
- Per report_power, the clock group accounts for 48.2% of the total.
## cells by family (layout without fill, tap and decap cells)
family	after synthesis	in the layout
DFF	45	45
muxes	5	5
and+or+nand+nor	197	197
AOI/OAI and AO/OA	106	106
buffers and inverters	57	33
adders and majority gates	2	2
xor gates and xnor gates	56	56
## metal layers
| metal | part of all wire, % | GRT usage, % |
|---|---|---|
| met1 | 49 | 20.5 |
| met2 | 46 | 20.5 |
| met3 | 4.1 | 1.17 |
| met4 | 0.85 | 2.65 |
| met5 | 0 | 0 |
## power by group through the flow
| stage | registers, mW | clock network (mW) | logic (mW) |
|---|---|---|---|
| finish | 0.215 | 0.228 | 0.0302 |
| global route | 0.215 | 0.245 | 0.0330 |
| CTS | 0.215 | 0.233 | 0.0301 |
## state kept, by name (all words and copies together) (netlist names)
register  count
count        32
n_state       3
new_clk       1
out           1
seq           8
## area by class of cell
cell class / instances / area, um^2
tap: 143 / 179
fill: 1199 / 7680
multi-input combinational: 366 / 2350
sequential: 45 / 991
inverter: 10 / 37.5
timing repair buffer: 15 / 140
clock buffer: 8 / 136
## cells in the final DEF, fill, tap and decap left out, types with 11 or more instances in the layout
| master | n |
|---|---|
| sky130_fd_sc_hd__nor2_1 | 33 |
| sky130_fd_sc_hd__nand3_1 | 20 |
| sky130_fd_sc_hd__nor3_1 | 14 |
| sky130_fd_sc_hd__dfxtp_1 | 36 |
| sky130_fd_sc_hd__clkdlybuf4s50_1 | 11 |
| sky130_fd_sc_hd__xor2_1 | 27 |
| sky130_fd_sc_hd__nand2_1 | 47 |
| sky130_fd_sc_hd__nand4_1 | 11 |
| sky130_fd_sc_hd__xnor2_1 | 29 |
| sky130_fd_sc_hd__o21ai_0 | 17 |
| sky130_fd_sc_hd__a21oi_1 | 23 |
## critical path: stages (launching register included)
cell	delay, ns
sky130_fd_sc_hd__dfxtp_1	0.41
sky130_fd_sc_hd__ha_1	0.24
sky130_fd_sc_hd__and4_1	0.32
sky130_fd_sc_hd__nand4_1	0.45
sky130_fd_sc_hd__nor4_1	0.46
sky130_fd_sc_hd__xor2_1	0.12
sky130_fd_sc_hd__or4b_2	0.72
sky130_fd_sc_hd__nor4_4	0.35
## final timing paths
| kind | cells after the start | start | to |
|---|---|---|---|
| min reg2reg | 1 | count[30] | count[30] |
| min | 1 | count[30] | count[30] |
| max reg2reg | 7 | count[0] | new_clk |
| max | 7 | count[0] | new_clk |
Power figures rest on the tool's default switching activity, not on a simulated workload.
